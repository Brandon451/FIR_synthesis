--- /design/flow/design.v ---
module fir4rca_cas_u #(
    parameter w = 16
)(
    input clk, 
    input reset,
    input [w-1:0] a,
    output logic [w+1:0] s
);
    logic [w-1:0] ar;
    logic [w-1:0] br;
    logic [w-1:0] cr;
    logic [w-1:0] dr;
  logic [w-1:0] rca1_s;
  logic [w  :0] rca2_s; 
  logic [w+1:0] rca3_s;
  logic [w  :0] rc1;
  logic [w  :0] cr2;
  logic [w+1:0] rc2;
  logic [w+1:0] dr3;
  logic [w  :0] rca1_co;     
  logic [w+1:0] rca2_co;
  logic [w+2:0] rca3_co;
  logic [w+1:0] sum;
  always_comb begin
    rca1_co[0] = 0;
    for(int i=0; i<w; i++)
      {rca1_co[i+1],rca1_s[i]} = ar[i] + br[i] + rca1_co[i];
	  rc1 = {rca1_co[w],rca1_s};
  end
  always_comb begin
    rca2_co[0] = 0;
	cr2        = {1'b0,cr};
    for(int i=0; i<w+1; i++)
      {rca2_co[i+1],rca2_s[i]} = rc1[i] + cr2[i] + rca2_co[i];
	rc2 = {rca2_co[w+1],rca2_s};
  end
  always_comb begin    
    rca3_co[0] = 0;
	dr3        = {2'b0,dr};
    for(int i=0; i<w+2; i++)
      {rca3_co[i+1],rca3_s[i]} = rc2[i] + dr3[i] + rca3_co[i];
  end
  always_comb
    sum = rca3_s;
  always_ff @(posedge clk)			 
    if(reset) begin					 
	  ar <= 'b0;
	  br <= 'b0;
	  cr <= 'b0;
	  dr <= 'b0;
	  s  <= 'b0;
    end
    else begin					     
	  ar <= a;						 
	  br <= ar;
	  cr <= br;
	  dr <= cr;
	  s  <= sum; 
	end
endmodule
--- /design/flow/run.sh ---
#!/bin/bash
# OpenROAD 26Q1-2900-gdf79404cd8, Yosys 0.63+post, stock flow scripts
make -C /OpenROAD-flow-scripts/flow DESIGN_CONFIG=/design/flow/config.mk WORK_HOME=/design/flow/orfs finish
--- /design/flow/config.mk ---
export PLATFORM = sky130hd
export DESIGN_NAME = fir4rca_cas_u
export DESIGN_NICKNAME = fir4rca_cas_u
export VERILOG_FILES = /design/flow/design.v
export SDC_FILE = /design/flow/constraint.sdc
export NUM_CORES = 4
export LEC_CHECK = 1
export CORE_UTILIZATION = 30
--- /design/flow/constraint.sdc ---
current_design fir4rca_cas_u

set clk_period 10.8
set clk_io_pct 0.2

create_clock -name clk0 -period $clk_period [get_ports {clk}]

set non_clock_inputs [all_inputs -no_clocks]
set_input_delay [expr $clk_period * $clk_io_pct] -clock clk0 $non_clock_inputs
set_output_delay [expr $clk_period * $clk_io_pct] -clock clk0 [all_outputs]
==> flow_metrics.py <==
# Flow results
metrics = {
    "run_status": {
        "status": "finished, final reports clean",
    },
    "synthesis": {
        "yosys_cells": 248,
        "synth_seq_share_pct": 49.6,
        "synthTopLogicFamily": "adder cells",
        "ys_sh_xor_pct": 0,
        "yosys_warnings": 1,
        "synthesis.instances": 248,
        "synth_flops": 82,
        "synthMuxAreaShare_pct": 0,
        "ys_sh_adder_pct": 29.0,
        "topCellsByArea": "dfxtp_1, fa_1, nor2b_1",
        "top_area_share_pct": 49.6,
        "synth_area_sq_mm": 0.00331,
        "synth.avg_cell_area_sq_um": 13.3,
        "top_area_cell": "dfxtp_1",
        "synth_cell_type_count": 7,
        "yosysChipArea_sq_mm": 0.00331,
        "compound_area_share_pct": 0,
        "simple_gate_area_share_pct": 15.4,
    },
    "final_timing": {
        "setup_violations": 0,
        "post-route-period-util_pct": 74.5,
        "post-route-min-period_ns": 8.05,
        "fin_setup_tns_ns": 0,
        "timing.fmax_mhz": 124,
        "rsz0062_at_grt": "false",
        "finalHoldViolCount": 0,
        "tightest_slew_ns": 0.551,
        "slew_headroom_pct": 63.2,
        "drv_slew": 0,
        "clock_skew_ns": 0.00838,
    },
    "worst_setup_path": {
        "crit_path_max_fanout": 2,
        "start_kind": "flip-flop",
        "path_class": "flip-flop to flip-flop",
        "crit_required_ns": 11.03,
        "end_kind": "flip-flop",
        "crit_chain": "ha_1, fa_1, fa_1, fa_1, fa_1, fa_1, fa_1, fa_1, fa_1, fa_1, fa_1, fa_1, fa_1, fa_1, fa_1, fa_1, fa_1, fa_1, fa_1, nor2b_1",
        "cpMostUsedCell": "fa_1",
        "worst_ep_arrival_time_ns": 8.28,
        "cp_slowest_cell": "fa_1",
        "slowest_delay_ns": 0.47,
    },
    "pwr": {
        "power_frac_comb_pct": 10.5,
        "p_int_mw": 0.468,
        "power_mw": 0.606,
        "vdd_drop_max_v": 0.0000538,
        "seqPwrFrac_pct": 53.6,
        "power_switching_mw": 0.138,
        "swShare_pct": 22.8,
        "clkPwrFrac_pct": 35.8,
        "power_density_mw_per_mm2": 155,
        "p_leak_nw": 1.66,
    },
    "floorplanning": {
        "core_sq_mm": 0.0105,
        "num_rows": 37,
        "dieArea_sq_mm": 0.0114,
        "die_w_um": 107,
        "io-pin-count": 36,
        "dieHeight_um": 107,
        "initCoreUtil_pct": 31.5,
    },
    "clocking": {
        "cts_resized": 0,
        "clk_path_buf_depth": 2,
        "clkTransAtPathRegs_ns": 0.08,
        "cts_sinks": 82,
        "post_cts_buffers": 0,
        "cts_hold_buf": 0,
        "root_buffer": "clkbuf_8",
        "cts_buffers": 9,
        "cts_tree": "built",
        "clk_latency_ns": 0.35,
        "htree_levels": 3,
    },
    "placed_design": {
        "hpwl_mm": 2.91,
        "port_buffers": 35,
        "globalplace.congestion": 0.768,
    },
    "final_layout": {
        "logic_area_sq_mm": 0.00147,
        "syn_to_final_growth_pct": 18.6,
        "register_area_sq_mm": 0.00164,
        "fill_cells": 999,
        "drive_above_1_share_pct": 5.86,
    },
    "flow_run": {
        "cap_violations": 0,
        "tool_warnings": 25,
    },
    "routing": {
        "drc": 0,
        "drt-initial-drc-count": 45,
        "vias_per_cell": 3.68,
        "dr_total_vias": 1569,
        "wl_per_cell_um": 9.63,
        "drtPass1Iterations": 4,
        "totalWireLength_mm": 4.10,
        "antenna_cells": 0,
        "ant_nets": 0,
    },
    "global_route": {
        "antenna_found_initial": 0,
        "grt_max_degree": 57,
        "grt_pass1_wl_mm": 7.76,
        "grt_pass1_vias": 1696,
        "track_usage_pct": 9.00,
        "grt-ovfl-total": 0,
    },
    "hold_path": {
        "min_path_type": "flip-flop to flip-flop",
    },
}
## Yosys cell counts
master,instances
nor2_1,2
inv_1,26
nor2b_1,80
ha_1,3
buf_6,9
dfxtp_1,82
fa_1,46
## routing by layer
layer / up-vias / wire length [um] / track usage [%]
li1: 796 / - / -
met1: 731 / 2040 / 13.9
met2: 32 / 1710 / 12.9
met3: 10 / 230 / 2.98
met4: 0 / 121 / 1.86
met5: - / 0 / 0
## placed cells by master, fill, tap and decap left out
cell and n:
dfxtp_1 82, nor2b_1 80, fa_1 46, clkdlybuf4s50_1 34
inv_1 26, clkbuf_8 10, ha_1 3, nor2_1 2
clkinv_2 2, clkinvlp_4 2, bufinv_16 1, buf_2 1
buf_4 1
## cells by family after synthesis
| logic type | count (synthesis) |
|---|---|
| adders and majority gates | 49 |
| buffers and inverters | 35 |
| DFF | 82 |
| and+or+nand+nor | 82 |
## power by group through the flow
stage	Combinational, mW	Sequential [mW]	Clock [mW]
final	0.0639	0.325	0.217
after global routing	0.0760	0.328	0.243
after CTS	0.0667	0.326	0.228
## sequential cells by signal, summed over array words and instances (netlist names)
signal / flops
dr: 16
br: 16
s: 18
ar: 16
cr: 16
## through the flow
step                setup slack (ns)  instances  util [%]  hold WS (ns)  instance area (sq um)
floorplan                       3.00        248         -         0.438                   3310
global placement                2.74        411      35.5         0.446                   3730
detailed placement              2.71        411      35.5         0.450                   3730
CTS                             2.69        426      37.3         0.466                   3920
global route                    2.41        426      37.3         0.484                   3920
finish                          2.75        426      37.3         0.464                   3920
## worst max-delay path, delay by kind of cell (launching register included)
family	cells	cell delay [ns]
flip-flops	1	0.32
adder cells (fa/ha/maj)	19	7.46
AND/OR/NAND/NOR	1	0.13
## cell type report
cell class	instances	area share (%)
Sequential cell	82	41.9
Multi-Input combinational cell	131	37.4
Timing Repair Buffer	36	9.00
Tap cell	136	4.34
Clock buffer	10	3.51
Inverter	26	2.49
Clock inverter	5	1.40
## worst paths after layout
path,startpoint,to,slack (ns),cells after the start
worst max-delay path,ar[0]$_SDFF_PP0_,s[16]$_SDFF_PP0_,2.75,20
worst min-delay path,ar[14]$_SDFF_PP0_,br[14]$_SDFF_PP0_,0.46,1
worst max register to register,ar[0]$_SDFF_PP0_,s[16]$_SDFF_PP0_,2.75,20
worst min register to register,ar[14]$_SDFF_PP0_,br[14]$_SDFF_PP0_,0.46,1
Power and IR drop assume default switching activity.
