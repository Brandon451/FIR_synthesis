`./config.mk`:
```
export PLATFORM = sky130hd
export DESIGN_NAME = fir4rca_u
export DESIGN_NICKNAME = fir4rca_u
export VERILOG_FILES = /design/flow/design.v
export SDC_FILE = /design/flow/constraint.sdc
export NUM_CORES = 4
export LEC_CHECK = 1
export CORE_UTILIZATION = 40
```
`./design.v`:
```
module fir4rca_u #(parameter w=16)(
  input                      clk, 
                             reset,
  input         [w-1:0] a,
  output logic  [w+1:0] s);
  logic         [w-1:0] ar, br, cr, dr;
  logic         [w-1:0] rca1_s,  rca2_s; 
  logic         [w  :0] rca1_co, rca2_co;
  logic         [w+1:0] sum;
  always_comb begin
    rca1_co[0] = 0;
    for(int i=0; i<w; i++)
      {rca1_co[i+1],rca1_s[i]} = ar[i]+br[i]+rca1_co[i];
  end
  always_comb begin
    rca2_co[0] = 0;
    for(int i=0; i<w; i++)
      {rca2_co[i+1],rca2_s[i]} = cr[i]+dr[i]+rca2_co[i];
  end
  always_comb
    sum = {rca1_co[w],rca1_s} + {rca2_co[w],rca2_s};
  always_ff @(posedge clk)			 
    if(reset) begin					 
	  ar <= 'b0;
	  br <= 'b0;
	  cr <= 'b0;
	  dr <= 'b0;
	  s  <= 'b0;
    end
    else begin					     
	  ar <= a;						 
	  br <= ar;
	  cr <= br;
	  dr <= cr;
	  s  <= sum; 
	end
endmodule
```
`./constraint.sdc`:
```
current_design fir4rca_u

set clk_period 10.4
set clk_io_pct 0.2

create_clock -name clk0 -period $clk_period [get_ports {clk}]

set non_clock_inputs [all_inputs -no_clocks]
set_input_delay [expr $clk_period * $clk_io_pct] -clock clk0 $non_clock_inputs
set_output_delay [expr $clk_period * $clk_io_pct] -clock clk0 [all_outputs]
```
`./run.sh`:
```
#!/bin/bash
# OpenROAD 26Q1-2900-gdf79404cd8, Yosys 0.63+post, stock flow scripts
make -C /OpenROAD-flow-scripts/flow DESIGN_CONFIG=/design/flow/config.mk WORK_HOME=/design/flow/orfs finish
```
==> results_tabular.tex <==
% Synthesis and place-and-route results
\begin{tabular}{lr}
\hline
Metric & Value \\
\hline
\multicolumn{2}{l}{\textbf{Setup path}} \\
\quad Critical Path End Type & flop \\
\quad Worst reg2reg startpoint & cr[0] \\
\quad R2R Path End & s[16] \\
\quad Critical path cell sequence & ha\_1 -> fa\_1 -> inv\_1 -> fa\_1 -> fa\_1 -> fa\_1 -> fa\_1 -> fa\_1 -> fa\_1 -> fa\_1 -> fa\_1 -> fa\_1 -> fa\_1 -> fa\_1 -> fa\_1 -> fa\_1 -> fa\_1 -> inv\_1 -> ha\_1 -> nand2\_1 -> nor2\_1 -> a221oi\_1 -> mux2\_1 \\
\quad CP required & approximately 11 ns \\
\quad Setup crit start & cr[0] \\
\quad Critical path launch point type & flop \\
\quad Slowest cell delay on critical path & 0.48 ns \\
\quad Reg-to-reg setup timing slack & 2.88 ns \\
\quad Capture point of the worst path & s[16] \\
\quad Worst reg2reg path depth & 23 \\
\quad Critical path start-end classification & reg2reg \\
\quad CP dominant cell by count & sky130\_fd\_sc\_hd\_\_fa\_1 \\
\quad CP max FO & 4 \\
\quad Critical-path top delay cell & sky130\_fd\_sc\_hd\_\_fa\_1 \\
\quad Arrival time of data at the critical path endpoint & around 7.8 ns \\
\multicolumn{2}{l}{\textbf{Floorplanning}} \\
\quad Floorplan die width & 101 µm \\
\quad Total I/O pin count & 36 \\
\quad Core Box Area & 0.00937 mm² \\
\quad Die Size & 0.0102 mm² \\
\quad Core Rows & 35 \\
\quad Core Density at Floorplan & 41.9\% \\
\quad Floorplan die height & 101 µm \\
\multicolumn{2}{l}{\textbf{Synth}} \\
\quad Share of synthesized area occupied by flip-flops and latches & 41.8\% \\
\quad Post-synth cell types & 43 \\
\quad Leading cell type by number of instances after synthesis & sky130\_fd\_sc\_hd\_\_inv\_1 \\
\quad Most area-hungry cell type in the Yosys netlist & sky130\_fd\_sc\_hd\_\_dfxtp\_1 \\
\quad Mean post-synth cell area & 9.62 µm² \\
\quad Yosys Instances & 408 \\
\quad Warning count from the yosys run & 1 \\
\quad Top FF cell, synth & sky130\_fd\_sc\_hd\_\_dfxtp\_1 \\
\quad Top cells by area in the synthesized netlist & sky130\_fd\_sc\_hd\_\_dfxtp\_1 (42\%), sky130\_fd\_sc\_hd\_\_fa\_1 (16\%), sky130\_fd\_sc\_hd\_\_inv\_1 (8.7\%) \\
\quad Area of the mapped netlist & between 0.003 and 0.004 mm² \\
\quad Async set or reset register ratio after synthesis & 0\% \\
\quad Commonest cells in the synthesized netlist & sky130\_fd\_sc\_hd\_\_inv\_1 (91), sky130\_fd\_sc\_hd\_\_dfxtp\_1 (82), sky130\_fd\_sc\_hd\_\_nor2\_1 (62) \\
\quad Post-synth tally of flip-flops with integrated enable & 0 \\
\quad Post-synthesis instance total & 408 \\
\quad Portion of synthesized cell area occupied by the leading cell type & a little over two fifths \\
\quad YS chip area & about 0.0039 mm² \\
\quad Flops \& latches, synth & 82 \\
\multicolumn{2}{l}{\textbf{STA}} \\
\quad Worst-case headroom to the max-slew limit & between 60 and 70\% \\
\quad Least-Margin Pin Slew & 0.568 ns \\
\quad Number of hold-slack violations in the final timing report & 0 \\
\quad Final sum of negative setup slack & 0 ns \\
\quad Setup repair after global routing missed its margin & false \\
\quad Post-layout minimum cycle time & 7.52 ns \\
\quad Share of the cycle needed by the critical path after routing & 72.3\% \\
\quad Setup clock skew after layout & 0.0132 ns \\
\quad Number of endpoints failing setup at the final stage & 0 \\
\quad Peak Freq & approximately 0.13 GHz \\
\quad Max-slew violation count & 0 \\
\multicolumn{2}{l}{\textbf{CTS}} \\
\quad Number of clock sinks & 82 \\
\quad Number of H-tree branching levels & 3 \\
\quad Buffer cell driving the clock tree root & sky130\_fd\_sc\_hd\_\_clkbuf\_8 \\
\quad Skew-Pair Late Insertion Delay & roughly 0.35 ns \\
\quad \# Post-CTS Setup Buffers & 0 \\
\quad Clock slew seen by the registers of the worst setup and hold paths & 0.09 ns \\
\quad Buffer levels on the longest clock path & 2 \\
\quad Number of gates resized after cts & 0 \\
\quad Number of hold buffers added after CTS & 0 \\
\quad TritonCTS clock tree & built \\
\quad Number of buffers created by CTS & 9 \\
\multicolumn{2}{l}{\textbf{Pwr}} \\
\quad PwrDens & 148 mW/mm² \\
\quad VDD IR-drop max & 80.6 µV \\
\quad LEAKAGE & 1.94 nW \\
\quad Power after layout & 0.682 mW \\
\multicolumn{2}{l}{\textbf{Route}} \\
\quad Number of remaining DRC errors & 0 \\
\quad Total wire length & 5.50 mm \\
\quad Count of TritonRoute iterations in the first routing pass & 4 \\
\quad Via count & 2389 \\
\quad Per-cell via count in the routed design & 4.13 \\
\quad Initial drt markers & 118 \\
\quad Antenna-violating nets left & 0 \\
\quad Routed WL per cell & $\sim$9.5 µm \\
\quad Number of antenna repair diodes & 0 \\
\multicolumn{2}{l}{\textbf{Flow run}} \\
\quad Number of warnings in the stage logs & 25 \\
\quad Max-cap check violation count & 0 \\
\multicolumn{2}{l}{\textbf{Layout}} \\
\quad Post-layout utilization of the core & 49.3\% \\
\quad Layout cell share with drive strength beyond 1 & under 10\% \\
\quad Area growth, synth to finish & 17.6\% \\
\multicolumn{2}{l}{\textbf{Global routing}} \\
\quad Number of global-route vias before repair & around 2400 \\
\quad GRT overflow & 0 \\
\quad Combined global-route utilization of all metal layers & between 10\% and 20\% \\
\quad Initial antenna violation count & 0 \\
\quad First-pass GRT wire length & 10.1 mm \\
\quad Pin count of the biggest net entering global routing & around 58 \\
\multicolumn{2}{l}{\textbf{Place}} \\
\quad Global placement routability congestion & 0.839 \\
\quad HPWL Detailed & roughly 4 mm \\
\quad Input/output buffers & 35 \\
\multicolumn{2}{l}{\textbf{Worst hold path}} \\
\quad Hold/Removal Path Class & reg2reg \\
\multicolumn{2}{l}{\textbf{Run status}} \\
\quad Outcome & finished clean \\
\hline
\end{tabular}
-- metrics by stage --
step	hold WS (ns)	instances	area, µm²	worst slack [ns]
6_report	0.450	578	4620	2.88
5_1_grt	0.491	578	4620	2.48
4_1_cts	0.453	578	4620	2.88
3_5_place_dp	0.455	562	4400	2.91
3_3_place_gp	0.456	562	4400	2.95
2_1_floorplan	0.442	408	3930	3.14
-- where the power goes --
group	total (mW)	internal, mW	leakage, nW	switching, mW
combinational	0.0970	0.0485	1.15	0.0485
sequential	0.333	0.329	0.673	0.00377
clock	0.251	0.136	0.110	0.115
total	0.682	0.514	1.94	0.168
-- metal layers --
layer  wire length (µm)  global-route usage [%]  vias up
li1                   -                       -     1311
met1               3070                    21.3     1030
met2               2130                    18.8       38
met3                172                    1.90       10
met4                127                    2.45        0
met5                  0                       0        -
-- state kept, by name (all words and copies together), names as in the netlist --
register,cells
ar,16
br,16
cr,16
dr,16
s,18
-- cells in the final DEF, fill, tap and decap left out, types with 7 or more instances in the layout --
cell                              count
sky130_fd_sc_hd__inv_1               91
sky130_fd_sc_hd__dfxtp_1             82
sky130_fd_sc_hd__nor2_1              62
sky130_fd_sc_hd__clkdlybuf4s50_1     34
sky130_fd_sc_hd__nor2b_1             32
sky130_fd_sc_hd__fa_1                31
sky130_fd_sc_hd__ha_1                19
sky130_fd_sc_hd__a21oi_1             14
sky130_fd_sc_hd__clkbuf_8             9
sky130_fd_sc_hd__nand2_1              7
-- worst max-delay path: cells and delay by family (launching register included) --
family / cells / cell delay (ns)
muxes: 1 / 0.34
DFF: 1 / 0.34
buffers and inverters: 2 / 0.09
and+or+nand+nor: 2 / 0.17
AOI/OAI and AO/OA: 1 / 0.29
adders and majority gates: 17 / 6.18
-- final cells by class --
cell class	count	area (µm²)
inverters	91	342
clock buffers	10	128
repair buffers	36	353
multi-input cells	224	1900
clock inverters	6	91.3
flip-flops and latches	82	1640
well taps	129	161
fillers	890	4750
-- worst min-delay path by stage --
stage / cells after the start / start / end
CTS: 2 / br[2] / cr[2]
global route: 2 / cr[4] / dr[4]
finish: 2 / br[2] / cr[2]
-- cell families after synthesis --
| logic type | count (synthesis) | synth area share, % |
|---|---|---|
| DFF | 82 | 41.8 |
| muxes | 7 | 2.10 |
| xor gates and xnor gates | 5 | 1.12 |
| adders and majority gates | 50 | 21.9 |
| AOI/OAI and AO/OA | 49 | 9.37 |
| and+or+nand+nor | 113 | 14.0 |
| buffers and inverters | 102 | 9.78 |
Power figures rest on the tool's default switching activity, not on a simulated workload.
