**flow/run.sh**
```bash
#!/bin/bash
# OpenROAD 26Q1-2900-gdf79404cd8, Yosys 0.63+post, stock flow scripts
make -C /OpenROAD-flow-scripts/flow DESIGN_CONFIG=/design/flow/config.mk WORK_HOME=/design/flow/orfs finish
```
**flow/config.mk**
```make
export PLATFORM = sky130hd
export DESIGN_NAME = fir4rca
export DESIGN_NICKNAME = fir4rca
export VERILOG_FILES = /design/flow/design.v
export SDC_FILE = /design/flow/constraint.sdc
export NUM_CORES = 4
export LEC_CHECK = 1
export CORE_UTILIZATION = 30
```
**flow/constraint.sdc**
```tcl
current_design fir4rca

set clk_period 11.9
set clk_io_pct 0.2

create_clock -name clk0 -period $clk_period [get_ports {clk}]

set non_clock_inputs [all_inputs -no_clocks]
set_input_delay [expr $clk_period * $clk_io_pct] -clock clk0 $non_clock_inputs
set_output_delay [expr $clk_period * $clk_io_pct] -clock clk0 [all_outputs]
```
**flow/design.v**
```verilog
module fir4rca #(
    parameter w = 16
)(
    input clk,
    input reset,
    input [w-1:0] a,
    output logic [w+1:0] s
);
    logic [w-1:0] ar;
    logic [w:0]     sum1;
    logic [w:0]     sum1r;
    logic [w+1:0]   sum2;
    logic [w+1:0]   sum2r;
    logic [w+1:0]   sum3;
      logic         [w:0] cla1_o,  cla2_o;
      logic         [w:0] rca1_co, rca2_co;
      logic         [w+1:0] sum;
    logic [w-1:0] p1;
    logic [w-1:0] g1;
    logic [w:0] c1;
    logic [w-1:0] cla1_s;
    logic [w:0] p2;
    logic [w:0] g2;
    logic [w+1:0] c2;
    logic [w:0] cr2;
    logic [w:0] cla2_s;
    logic [w+1:0]   dr3;
    logic [w+1:0] p3;
    logic [w+1:0] g3;
    logic [w+2:0] c3;
    logic [w+1:0]   cla3_s;
    always_comb begin
        c1[0] = 1'b0;
        for (int i=0; i<w; i++) begin
            p1[i] = ar[i] ^ a[i];
            g1[i] = ar[i] & a[i];
            c1[i+1] = g1[i] | ( p1[i] & c1[i] );
            cla1_s[i] = p1[i] ^ c1[i];
        end
        sum1 = {c1[w],cla1_s};
    end
    always_comb begin
        c2[0] = 1'b0;
        cr2 = {1'b0,a};
        for (int i=0; i<w+1; i++) begin
            p2[i] = cr2[i] ^ sum1r[i];
            g2[i] = cr2[i] & sum1r[i];
            c2[i+1] = g2[i] | ( p2[i] & c2[i] );
            cla2_s[i] = p2[i] ^ c2[i];
        end
        sum2 = {c2[w+1],cla2_s};
    end
    always_comb begin
        c3[0] = 1'b0;
        dr3 = {2'b00,a};
        for (int i=0; i<w+2; i++) begin
            p3[i] = sum2r[i] ^ dr3[i];
            g3[i] = sum2r[i] & dr3[i];
            c3[i+1] = g3[i] | ( p3[i] & c3[i] );
            cla3_s[i] = p3[i] ^ c3[i];
        end
    end
    always_comb begin
        sum = cla3_s;
    end
    always_ff @(posedge clk)			 
        if(reset) begin					 
            ar <= 'b0;
            sum1r <= 'b0;
            sum2r <= 'b0;
            s  <= 'b0;
        end
        else begin					     
            ar <= a;
            sum1r <= sum1;
            sum2r <= sum2;
            s  <= sum; 
        end
endmodule
```
==> metrics.cfg <==
[status]
outcome=finished clean

[clock_tree]
post_cts_buffers=0
cts_buffer_depth=2
worstSkewPairLatency_ps=340
clock_sinks=69
cts_tree=done
numCtsBuffers=9
post_cts_resized=0
hold_buffers=0
h-tree-depth=3
cts-root-buf=clkbuf_8
clk_transition_reported_paths_ps=70

[grt]
gr-total-overflow=0
antenna_found_initial=0
grtUsageMet1_pct=13.2
grt_pass1_vias=1368
grt_pass1_wl_um=6450
grt.busiest_layer=met1
grt_max_degree=70
track_usage_pct=8.70
grtUsageMet3_pct=2.74
use_met2_pct=13.0

[final_timing]
final_hold_viol_count=0
finalClockPeriodUsage_pct=77.4
max_slew_margin_pct=54.7
worst_pin_slew_ps=679
setup_viol=0
worst_clock_skew_ps=9.34
rsz0062_at_grt=no
min_period_ps=9210
fin_tns_setup_ps=0
fmax_ghz=0.109
drv_slew=0

[floorplanning]
die_h_um=99.1
dieArea_sq_um=9820
core_sq_um=9200
fp.dieW_um=99.1
fp_util_pct=30.7
boundaryPins=36
num_rows=35

[critical_path]
max_stage_delay_ps=490
start_kind=primary input
crit_top_cell=fa_1
crit-reg2reg-capture=s[16]
reg2regPathDepth=18
critPathKind=primary input to flop
crit_fanout=4
worstPathCellList=clkdlybuf4s50_1 -> ha_1 -> fa_1 -> fa_1 -> fa_1 -> fa_1 -> fa_1 -> fa_1 -> fa_1 -> fa_1 -> fa_1 -> fa_1 -> fa_1 -> fa_1 -> fa_1 -> fa_1 -> fa_1 -> ha_1 -> nor2b_1
crit_required_ps=12100
critical-path-slowest-cell=clkdlybuf4s50_1
arrival_ps=9420
startpoint=a[0]
reg2reg_from=sum2r[0]
setup.worst_path.end_class=flop
cp_num_buf_inv=1
r2r_slack_ps=4980
endpoint=s[16]
cp_num_cells=19
critical-path-top-delay-family=adder cells

[logic_synthesis]
edf_count=0
synthAdderAreaFrac_pct=34.1
ys_sh_simple_pct=14.9
ys.flops=69
ys_area_sq_um=2830
ys_cells=199
ys_sh_xor_pct=0.310
mux_area_share_pct=0
async_flop_share_pct=0
postSynthCellCount=199
ys_seq_share_pct=48.8
aoi_share_pct=0
synth.avg_cell_area_sq_um=14.2
synth.cell_area_sq_um=2830
top_area_share_pct=48.8
yosysTopAreaCell=dfxtp_1
synthTopLogicFamily=adder cells
yosys-top-cells-area=dfxtp_1 49%, fa_1 32%, nor2b_1 14%
common_cells=69 x dfxtp_1, 65 x nor2b_1, 45 x fa_1
synth.distinct_cells=9
synth.most_common_cell=dfxtp_1
yosysWarningCount=1
synthFlopType=dfxtp_1

[flow_run]
cap_violations=0
log.warning_count=25

[placed_design]
placed_cells=339
portBuffers=35
place_congestion=0.722
dpl.hpwl_um=2520

[detailed_routing]
postRouteAntennaNets=0
antennaDiodeCount=0
wirelength_um=3540
first_pass_iters=3
wl_per_cell_um=9.98
avgViaCountPerCell=3.97
vias=1409
drtIter0Drc=34
route.detailed.drc=0

[power]
ir_worst_vdd_v=0.0000786
power_density_nw_per_um2=168
p_leak_uw=0.00142

[final_layout]
syn2layout_area_growth_pct=23.5
drive_gt1_share_pct=6.97
layoutNonFillerInstCount=355
fin_util_pct=38.0

[worst_hold_path]
worstHoldPathType=flop to flop

## power by group
| part | switching, uW | internal [uW] | total [uW] |
|---|---|---|---|
| Sequential | 12.6 | 265 | 278 |
| Clock | 87.1 | 118 | 205 |
| Combinational | 36.2 | 68.5 | 105 |
## worst min path at each step
stage	cells past startpoint	slack, ps	end	from
final	2	490	s[17]	sum2r[17]
after global routing	2	530	s[17]	sum2r[17]
after CTS	2	500	s[17]	sum2r[17]
## layer usage
| metal | vias to the layer above | wire, um |
|---|---|---|
| li1 | 679 | - |
| met1 | 693 | 1550 |
| met2 | 30 | 1720 |
| met3 | 7 | 196 |
| met4 | 0 | 74 |
| met5 | - | 0 |
## cell type report
class | instances | area (sq um)
Tap cell | 111 | 139
Inverter | 3 | 11.3
Clock inverter | 6 | 87.6
Sequential cell | 69 | 1380
Multi-Input combinational cell | 120 | 1390
Fill cell | 875 | 5700
Clock buffer | 10 | 128
Timing Repair Buffer | 36 | 353
## flip-flops by register name (all words and copies together), names as in the netlist
register,flops
s,18
ar,16
sum2r,18
sum1r,17
## metrics by stage
step | hold slack (ps) | setup slack, ps | power, uW | cell area (sq um)
2_1_floorplan | 454 | 3170 | 339 | 2830
3_3_place_gp | 477 | 2270 | 390 | 3280
3_5_place_dp | 479 | 2240 | 392 | 3280
4_1_cts | 497 | 2630 | 601 | 3490
5_1_grt | 526 | 2430 | 629 | 3490
6_report | 487 | 2690 | 587 | 3490
## worst register-to-register path, cell delays in order, from the launching register on
cell and delay [ps]:
dfxtp_1 300, ha_1 190, fa_1 390, fa_1 400, fa_1 400, fa_1 390, fa_1 390, fa_1 390
fa_1 390, fa_1 390, fa_1 390, fa_1 380, fa_1 410, fa_1 400, fa_1 400, fa_1 400
fa_1 370, ha_1 280, nor2b_1 130
## logic make-up after synthesis
| logic type | count (synthesis) |
|---|---|
| AND/OR/NAND/NOR | 69 |
| flip-flops | 69 |
| adder cells (fa/ha/maj) | 50 |
| buffers and inverters | 10 |
| XOR/XNOR | 1 |
## cell usage in the layout (no fill, tap or decap)
master / n
buf_2: 1
buf_4: 1
bufinv_16: 2
clkbuf_1: 1
clkbuf_8: 9
clkdlybuf4s50_1: 34
clkinv_2: 2
clkinv_4: 2
dfxtp_1: 69
fa_1: 45
ha_1: 5
inv_1: 3
nor2_1: 4
nor2b_1: 65
xnor2_1: 1
Power is estimated from default activity; no workload was simulated.
